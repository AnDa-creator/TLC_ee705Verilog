File: ./design.v
module TwelveHourBCDclock(
    input clk,
    input reset,
    input ena,
    output reg pm,
    output reg [7:0] hh,
    output reg [7:0] mm,
    output reg [7:0] ss); 
    initial begin
        hh = 8'b00000011;
        ss = 8'b00000000;
        mm = 8'b00000000;
        pm = 1'b1;
    end
    always @(posedge clk) begin
        if (ena) begin 
            if (ss[3:0] < 9) 
                ss[3:0] <= ss[3:0] + 1;
            else begin
                ss[3:0] <= 0; 
                ss[7:4] <= ss[7:4] + 1;
            end
        if(ss[7:4] == 5 && ss[3:0] == 9) begin 
            ss <= 0;
            if (mm[3:0] < 9) 
                mm[3:0] <= mm[3:0] + 1;
            else begin
                mm[3:0] <= 0; 
                mm[7:4] <= mm[7:4] + 1;
            end
        end
        if(ss[7:4] == 5 && ss[3:0] == 9 && mm[7:4] == 5 && mm[3:0] == 9) begin 
            mm <= 0;
            if (hh[3:0] < 9) 
                hh[3:0] <= hh[3:0] + 1;
            else begin
                hh[3:0] <= 0; 
                hh[7:4] <= hh[7:4] + 1;
            end
        end
        if(ss[7:4] == 5 && ss[3:0] == 9 && mm[7:4] == 5 && mm[3:0] == 9 && hh[7:4] == 1 && hh[3:0] == 2) begin 
            hh <= 1;
        end
        if(ss[7:4] == 5 && ss[3:0] == 9 && mm[7:4] == 5 && mm[3:0] == 9 && hh[7:4] == 1 && hh[3:0] == 1) begin 
            pm <= ~pm;
        end
        end
        if(~reset) begin
            ss <= 0;
            hh[7:4] <= 0;
            hh[3:0] <= 3;
            pm <= 1;
            mm <= 0;
        end
    end
endmodule
module TLC_main(
    input clk,
    input reset,
    input sensor1,
    input sensor2,
    input peak,
    output reg[7:0] Timer,
    output reg[1:0]  TL1,
    output reg[1:0]  TL2,
    output reg[1:0]  TL3,
    output reg[1:0]  TL4,
    output reg[1:0]  TL5,
    output reg[1:0]  TL6); 
    reg f16,f24,f35,f36,f25;
    initial begin
        Timer <= 0;
        TL1 <= 0;         TL2 <= 2;         TL3 <= 2;        TL4 <= 2;        TL5 <= 2;   
        TL6 <= 0;         f16 <= 0;         f24 <= 0;        f35 <= 0;  		f36 <= 0;
        f25 <= 0;  
    end	 
    always @(posedge clk) begin
        if (reset == 0) begin
            Timer <= 0;
            TL1 <= 0;         TL2 <= 2;         TL3 <= 2;        TL4 <= 2;        TL5 <= 2;   
            TL6 <= 0;         f16 <= 0;         f24 <= 0;        f35 <= 0;  		f36 <= 0;
    		f25 <= 0;    
        end
        Timer <= Timer + 1;
        if (peak) begin
            case(TL1)
                0:if (Timer == 32) begin
                    Timer <= 0;
                    TL1 <= 1;
                end
                1:if ((Timer == 4) && (f16 == 0)) begin
                    Timer <= 0;
                    TL1 <= 2;
                    f16 <= 1;  
                end 
                2:if ((Timer == 4) && (f16 == 1)) begin
                    Timer <= 0;
                    TL2 <= 0;
                    f16 <= 0;   
                end 
            endcase
            case(TL2)
                0:if (Timer == 32) begin
                    Timer <= 0;
                    TL2 <= 1;
                end
                1:if ((Timer == 4) && (f24 == 0)) begin
                    Timer <= 0;
                    TL2 <= 2;
                    f24 <= 1;
                end 
                2:if ((Timer == 4) && (f24 == 1)) begin
                    Timer <= 0;
                    TL3 <= 0;
                    f24 <= 0;
                end 
            endcase
            case(TL3)
                0:if (Timer == 16) begin
                    Timer <= 0;
                    TL3 <= 1;
                end
                1:if ((Timer == 4) && (f35 == 0)) begin
                    Timer <= 0;
                    TL3 <= 2;
                    f35 <= 1;
                end 
                2:if ((Timer == 4) && (f35 == 1)) begin
                    Timer <= 0;
                    TL1 <= 0;
                    f35 <= 0;
                end 
            endcase
            TL6 <= TL1; 
            TL4 <= TL2;
            TL5 <= TL3;
        end
		else begin
            if ((sensor1 == 1) && (sensor2 == 1)) begin
                TL6 <= TL1; 
                TL4 <= TL2;
                TL5 <= TL3;
                case(TL1)
                    0:if (Timer == 16) begin
                        Timer <= 0;
                        TL1 <= 1;
                    end
                    1:if ((Timer == 4) && (f16 == 0)) begin
                        Timer <= 0;
                        TL1 <= 2;
                        f16 <= 1;
                    end 
                    2:if ((Timer == 4) && (f16 == 1)) begin
                        Timer <= 0;
                        TL2 <= 0;
                        f16 <= 0;
                    end 
                endcase
                case(TL2)
                    0:if (Timer == 16) begin
                        Timer <= 0;
                        TL2 <= 1;
                    end
                    1:if ((Timer == 4) && (f24 == 0)) begin
                        Timer <= 0;
                        TL2 <= 2;
                        f24 <= 1;
                    end 
                    2:if ((Timer == 4) && (f24 == 1)) begin
                        Timer <= 0;
                        TL3 <= 0;
                        f24<= 0;
                    end 
                endcase
                case(TL3)
                    0:if (Timer == 8) begin
                        Timer <= 0;
                        TL3 <= 1;
                    end
                    1:if ((Timer == 4) && (f35 == 0)) begin
                        Timer <= 0;
                        TL3 <= 2;
                        f35 <= 1;
                    end 
                    2:if ((Timer == 4) && (f35 == 1)) begin
                        Timer <= 0;
                        TL1 <= 0;
                        f35 <= 0;
                    end 
                endcase
            end
			else if ((sensor1 == 1) && (sensor2 == 0))begin 
                TL4 <= TL2;
                TL6 <= (TL1 != 2) ? TL1 : TL3;
                case(TL1)
                    0:if (Timer == 16) begin
                        Timer <= 0;
                        TL1 <= 1;                        
                    end
                    1:if ((Timer == 4) && (f16 == 0)) begin
                        Timer <= 0;
                        TL1 <= 2;
                        f16 <= 1;
                    end 
                    2:if ((Timer == 4) && (f16 == 1)) begin
                        Timer <= 0;
                        TL2 <= 0;
                        f16 <= 0;
                    end 
                endcase
                case(TL2)
                    0:if (Timer == 16) begin
                        Timer <= 0;
                        TL2 <= 1;
                    end
                    1:if ((Timer == 4) && (f24 == 0)) begin
                        Timer <= 0;
                        TL2 <= 2;
                        f24 <= 1;
                    end 
                    2:if ((Timer == 4) && (f24 == 1)) begin
                        Timer <= 0;
                        TL3 <= 0;
                        f24 <= 0;
                    end 
                endcase
                case(TL3)
                    0:if (Timer == 8) begin
                        Timer <= 0;
                        TL3 <= 1;
                    end
                    1:if ((Timer == 4) && (f36 == 0)) begin
                        Timer <= 0;
                        TL3 <= 2;
						f36 <= 1;
                    end 
                    2:if ((Timer == 4) && (f36 == 1)) begin
                        Timer <= 0;
                        TL1 <= 0;
						f36 <= 0;
                    end 
                endcase
            end
            else if ((sensor1 == 0) && (sensor2 == 1)) begin 
                TL6 <= TL1;
                TL2 <= (TL4 != 2) ? TL4 : TL5;
                case(TL1)
                    0:if (Timer == 16) begin
                        Timer <= 0;
                        TL1 <= 1;
                    end
                    1:if ((Timer == 4) && (f16 == 0))begin
                        Timer <= 0;
                        TL1 <= 2;
						f16 <= 1;
                    end 
                    2:if ((Timer == 4) && (f16 == 1)) begin
                        Timer <= 0;
                        TL4 <= 0;
						f16 <= 0;
                    end 
                endcase
                case(TL4)
                    0:if (Timer == 16) begin
                        Timer <= 0;
                        TL4 <= 1;
                    end
                    1:if ((Timer == 4) && (f24 == 0)) begin
                        Timer <= 0;
                        TL4 <= 2;
						f24 <= 1;
                    end 
                    2:if ((Timer == 4) && (f24 == 1)) begin
                        Timer <= 0;
                        TL5 <= 0;
						f24 <= 0;
                    end 
                endcase
                case(TL5)
                    0:if (Timer == 8) begin
                        Timer <= 0;
                        TL5 <= 1;
                    end
                    1:if ((Timer == 4) && (f25 == 0)) begin
                        Timer <= 0;
                        TL5 <= 2;
						f25 <= 1;
                    end 
                    2:if ((Timer == 4) && (f25 == 1)) begin
                        Timer <= 0;
                        TL1 <= 0;
						f25 <=0;
                    end 
                endcase
            end
            else begin
                TL6 <= TL1; 
                TL4 <= TL2;
                case(TL1)
                    0:if (Timer == 16) begin
                        Timer <= 0;
                        TL1 <= 1;
                    end
                    1:if ((Timer == 4) && (f16 == 0)) begin
                        Timer <= 0;
                        TL1 <= 2;
						f16 <= 1;
                    end 
                    2:if ((Timer == 4) && (f16 == 1)) begin
                        Timer <= 0;
                        TL2 <= 0;
						f16 <= 0;
                    end 
                endcase
                case(TL2)
                    0:if (Timer == 16) begin
                        Timer <= 0;
                        TL2 <= 1;
                    end
                    1:if ((Timer == 4) && (f24 == 0)) begin
                        Timer <= 0;
                        TL2 <= 2;
						f24 <= 1;
                    end 
                    2:if ((Timer == 4) && (f24 == 1)) begin
                        Timer <= 0;
                        TL1 <= 0;
						f24 <= 0;
                    end 
                endcase                
            end
        end            
    end
endmodule
module TLC_topModule_labsland(
    input CLOCK_50,
    input [5:0] SW,                        
    output [17:0] LEDR,                    
    output [2:0] LEDG,
    output [6:0] HEX0,                    
    output [6:0] HEX1,
    output [6:0] HEX2,
    output [6:0] HEX3,
    output [6:0] HEX4,
    output [6:0] HEX5,
    output [6:0] HEX6,
    output [6:0] HEX7
);
    wire reset,ena,sensor1,sensor2,peak1,reset1;
    wire [1:0] TL1,TL2,TL3,TL4,TL5,TL6;
    wire peak,pm,p,p1;
    wire [7:0] hh, mm, ss;
    wire [3:0] an;
    wire clk;
    localparam log2_slow_down_factor = 25;
    reg[24:0] counter = 0;
    assign clk = counter[24];
    always @(posedge CLOCK_50) counter = counter + 1;
    wire [7:0] timer;
    wire [11:0] timer_bcd;
    assign reset = ~SW[0];
    assign ena =   ~SW[1];
    assign sensor1 = SW[2];
    assign sensor2 = SW[3];
    assign peak = ~SW[4];
    assign peak1 = ~SW[5];
    assign an[0] = pm;
    assign LEDR[0] = (TL1 == 0)? 1:0;
    assign LEDR[1] = (TL1 == 1)? 1:0;
    assign LEDR[2] = (TL1 == 2)? 1:0;
    assign LEDR[3] = (TL2 == 0)? 1:0;
    assign LEDR[4] = (TL2 == 1)? 1:0;
    assign LEDR[5] = (TL2 == 2)? 1:0;
    assign LEDR[6] = (TL3 == 0)? 1:0;
    assign LEDR[7] = (TL3 == 1)? 1:0;
    assign LEDR[8] = (TL3 == 2)? 1:0;
    assign LEDR[9] = (TL4 == 0)? 1:0;
    assign LEDR[10] = (TL4 == 1)? 1:0;
    assign LEDR[11] = (TL4 == 2)? 1:0;
    assign LEDR[12] = (TL5 == 0)? 1:0;
    assign LEDR[13] = (TL5 == 1)? 1:0;
    assign LEDR[14] = (TL5 == 2)? 1:0;
    assign LEDR[15] = (TL6 == 0)? 1:0;
    assign LEDR[16] = (TL6 == 1)? 1:0;
    assign LEDR[17] = (TL6 == 2)? 1:0;
    assign LEDG[0] = an;
    assign LEDG[1] = (SW[4])? 0:1;
    assign LEDG[2] = (SW[5])? 0:1;
TwelveHourBCDclock BCD_clk(
    .clk(clk),
    .ena(ena),
    .reset(reset),
    .hh(hh),
    .mm(mm),
    .ss(ss),
    .pm(pm)
);
peak_offpeak BCD_peak(
    .hours(hh),
    .pm(pm),
    .peak1(peak1)
);
TLC_main Tlc_1(
    .clk(clk),
    .reset(reset),
    .sensor1(sensor1),
    .sensor2(sensor2),
    .TL1(TL1),
    .TL2(TL2),
    .TL3(TL3),
    .TL4(TL4),
    .TL5(TL5),
    .TL6(TL6),
    .peak(peak),
    .Timer(timer)
);
bin2bcd M1(
    .bin(timer),
    .bcd(timer_bcd)
);
sevenseg_driver timer1(
 .clk(clk), 
 .clr(1'b0), 
 .in1(hh[7:4]), 
 .in2(hh[3:0]), 
 .in3(mm[7:4]), 
 .in4(mm[3:0]),
 .in5(ss[7:4]),
 .in6(ss[3:0]),
 .seg1(HEX7), 
 .seg2(HEX6), 
 .seg3(HEX5), 
 .seg4(HEX4),
 .seg5(HEX3),
 .seg6(HEX2)
 );
sevenseg_driver1 timer2(
 .clk(clk), 
 .clr(1'b0), 
 .in5(timer_bcd[7:4]),
 .in6(timer_bcd[3:0]),
 .seg7(HEX1), 
 .seg8(HEX0)
 );
endmodule
module decoder_7seg(in1,out1);
  input [3:0] in1;
  output reg [6:0] out1;
  always @ (in1)
    case (in1)
      4'b0000 : out1=7'b1000000;  
      4'b0001 : out1=7'b1111001;  
      4'b0010 : out1=7'b0100100;  
      4'b0011 : out1=7'b0110000;  
      4'b0100 : out1=7'b0011001;  
      4'b0101 : out1=7'b0010010;  
      4'b0110 : out1=7'b0000010;  
      4'b0111 : out1=7'b1111000;  
      4'b1000 : out1=7'b0000000;  
      4'b1001 : out1=7'b0010000;  
      4'b1010 : out1=7'b0001000;  
      4'b1011 : out1=7'b0000011;  
      4'b1100 : out1=7'b1000110;  
      4'b1101 : out1=7'b0100001;  
      4'b1110 : out1=7'b0000110;  
      4'b1111 : out1=7'b0001110;  
    endcase
endmodule
module sevenseg_driver(clk,clr,in1,in2,in3,in4,in5,in6,seg1,seg2, seg3, seg4,seg5,seg6);
  input clk;
  input clr;
  input [3:0] in1, in2, in3, in4, in5, in6;
  output [6:0] seg1;
  output [6:0] seg2;
  output [6:0] seg3;
  output [6:0] seg4;
  output [6:0] seg5;
  output [6:0] seg6;
  decoder_7seg disp1(in1,seg1);
  decoder_7seg disp2(in2,seg2);
  decoder_7seg disp3(in3,seg3);
  decoder_7seg disp4(in4,seg4);
  decoder_7seg disp5(in5,seg5);
  decoder_7seg disp6(in6,seg6);
endmodule
module sevenseg_driver1(clk,clr,in5,in6,seg7,seg8);
  input clk;
  input clr;
  input [3:0] in5, in6;
wire [7:0] timer;
  output [6:0] seg7;
  output [6:0] seg8;
  decoder_7seg disp7(in5,seg7);
  decoder_7seg disp8(in6,seg8);
endmodule
module bin2bcd(
    bin,
     bcd
    );
    input [7:0] bin;
    output [11:0] bcd;
    reg [11 : 0] bcd; 
     reg [3:0] i;   
     always @(bin)
        begin
            bcd = 0;  
            for (i = 0; i < 8; i = i+1)  
            begin
                bcd = {bcd[10:0],bin[7-i]};  
                if(i < 7 && bcd[3:0] > 4) 
                    bcd[3:0] = bcd[3:0] + 3;
                if(i < 7 && bcd[7:4] > 4)
                    bcd[7:4] = bcd[7:4] + 3;
                if(i < 7 && bcd[11:8] > 4)
                    bcd[11:8] = bcd[11:8] + 3;  
            end
        end     
endmodule
module peak_offpeak(
    input [7:0] hours,
    input pm,
    output reg peak1);
initial 
    peak1 = 0;
always @(*) begin
    if (~pm) begin
        if  ((hours[3:0] <= 9) && (hours[3:0] >= 7)) 
            peak1 <= 1;
        else 
            peak1 <= 0;
    end
    else begin
        if  (((hours[3:0] <= 2) && (hours[3:0] >= 0)) || ((hours[3:0] <= 7) && (hours[3:0] >= 5))) 
            peak1 <= 1;  
        else 
            peak1 <= 0;    
        end
    end
endmodule
File: ./run.sh
#!/bin/bash
# OpenROAD 26Q1-2900-gdf79404cd8, Yosys 0.63+post, stock flow scripts
make -C /OpenROAD-flow-scripts/flow DESIGN_CONFIG=/design/flow/config.mk WORK_HOME=/design/flow/orfs finish
File: ./config.mk
export PLATFORM = sky130hd
export DESIGN_NAME = TLC_topModule_labsland
export DESIGN_NICKNAME = TLC_topModule_labsland
export VERILOG_FILES = /design/flow/design.v
export SDC_FILE = /design/flow/constraint.sdc
export NUM_CORES = 4
export LEC_CHECK = 1
export CORE_UTILIZATION = 30
File: ./constraint.sdc
current_design TLC_topModule_labsland

set clk_period 6.0
set clk_io_pct 0.2

create_clock -name clk0 -period $clk_period [get_ports {CLOCK_50}]

set non_clock_inputs [all_inputs -no_clocks]
set_input_delay [expr $clk_period * $clk_io_pct] -clock clk0 $non_clock_inputs
set_output_delay [expr $clk_period * $clk_io_pct] -clock clk0 [all_outputs]
==> Slide: Implementation Results <==
Synthesis and Place & Route Summary

Pwr
  – LEAKAGE: 3.05 nW
  – VDD IR max: about 0.00018 V
  – P per Cell Area: 41.2 mW/mm^2

Final layout
  – Fill cells: 2321
  – Layout cells sized above 1: 0.0615
  – Syn-to-layout area delta: 15.9%

Clocking
  – Worst skew pair latency: 0.25 ns
  – CTS root buf: clkbuf_16
  – CTS tree: built
  – Number of hold buffers added after CTS: 0
  – Post-CTS Setup Bufs: 0
  – Htree depth: 1
  – Total CTS buffers: 3
  – Clk slew on worst S/H paths: 0.06 ns
  – Buffer depth of the longest clock path: 2
  – CTS resizes: 0

Final timing
  – Final slew viol count: 0
  – FMAX: ~260 MHz
  – Final setup viols: 0
  – Final critical-path share of the clock period: 0.645
  – RSZ-0062 raised after global routing: false
  – Fin crit period: approximately 3.9 ns
  – Endpoints left unconstrained: ~130
  – Relative slew margins: 0.428
  – Worst-Margin Slew: 0.849 ns
  – Register pins left without a clock: 50
  – Clock skew after layout: between 0.0015 and 0.002 ns
  – Fin Setup TNS: 0 ns
  – Final Hold Viols: 0
  – Final worst setup slack: 2.13 ns

Logic synthesis
  – Number of enable flip-flop cells: 0
  – Most common cell in the netlist: nand2_1
  – Main area contributors: dfxtp_1 (21%), ha_1 (15%), mux2i_1 (4.7%)
  – Yosys warns: 6
  – Async set-reset flop share out of synthesis: 0
  – Commonest flop: dfxtp_1
  – Yosys top cell by area: dfxtp_1
  – Chip Area, Yosys: 0.00701 mm^2
  – Syn Inst Count: 875
  – Cell Type Count: a little under 90
  – Post-Synthesis Cell Area: 0.00701 mm^2
  – Register share after synthesis: 0.214
  – Yosys reg bits: 75
  – Syn avg cell area: around 8.0 um^2
  – Commonest cells in the netlist: nand2_1 (86), nor2_1 (85), ha_1 (83)
  – Area share, top type: 0.214
  – Yosys cell count: 875

Floorplanning
  – Chip area: approximately 0.024 mm^2
  – Io pins: approximately 84
  – Placeable Area: roughly 0.023 mm^2
  – Row count: roughly 55
  – Height of the chip: roughly 150 um
  – Fp util: 0.308
  – Die span in x: 155 um

Global routing
  – Vias in the first global route: 5476
  – Pin count of the biggest net entering global routing: 51
  – GRT Total Usage: 0.133
  – Initial antenna violation count: 0
  – GRT Residual Overflow: 0
  – First-pass GRT wire length: 26800 um

Job
  – Tool warnings: 85
  – Max-Cap Viols: 0

Drt
  – Vias: roughly 6000
  – Total iterations of the first detailed-routing run: 5
  – Final WL: 15500 um
  – Wirelength per Cell: about 12 um
  – Vias per cell: 4.96
  – Final antenna-violating net count: 0
  – Residual DRC: 0
  – Initial drt markers: ~290
  – Inserted Diodes: 0

Worst setup path
  – Critical path type: in2out
  – Startpoint Class: input pin
  – Critical Path End Type: output port
  – CP Data Required Time: roughly 4.8 ns
  – CP arrival: ~2.7 ns
  – CP Max Fanout: 12

Run status
  – Status: finished clean

Min path
  – HP Class: reg2reg

Placed design
  – HPWL after DPL: 11900 um
  – Pre-CTS WS: 2.13 ns
  – Routability cong.: 0.822
  – Count of input and output buffers: 83
## sequential cells by signal, summed over array words and instances (netlist names), 2 cells and up
name,cells
BCD_clk.ss,8
Tlc_1.Timer,8
Tlc_1.TL2,2
Tlc_1.TL6,2
BCD_clk.hh,8
BCD_clk.mm,8
Tlc_1.TL5,2
Tlc_1.TL4,2
Tlc_1.TL3,2
Tlc_1.TL1,2
counter,25
## through the flow
step	cell area (um^2)	hold WS, ns	total power [mW]	utilization	cells
6_report	8120	0.407	0.335	0.357	1240
5_1_grt	8120	0.423	0.347	0.357	1240
3_5_place_dp	8040	0.393	0.197	0.353	1236
2_1_floorplan	7010	0.379	0.185	-	875
4_1_cts	8120	0.410	0.340	0.357	1240
3_3_place_gp	8040	0.392	0.196	0.353	1236
## power breakdown
part           total [mW]  leakage, nW  switching (mW)  internal [mW]
Sequential          0.166        0.607               0          0.166
Clock               0.142       0.0409          0.0525         0.0895
Combinational      0.0265         2.40          0.0169        0.00963
## cell usage in the layout, fill, tap and decap left out, types with 6 or more instances in the layout
cell type,Yosys,routed
nand4_1,15,15
xor2_1,13,13
a211oi_1,9,9
o22ai_1,13,13
nor3b_1,6,6
a22o_1,11,11
o21ai_0,36,36
nor2_1,85,85
nand3_1,38,38
a31oi_1,10,10
mux4_2,6,6
and2_1,6,6
nor2b_1,19,19
mux2i_1,33,33
clkdlybuf4s50_1,0,83
inv_1,53,53
o211ai_1,8,8
o31ai_1,6,6
nor3_1,14,14
and3_1,11,11
nand2b_1,14,14
dfxtp_1,75,75
nand2_1,86,86
a21oi_1,58,58
xnor2_1,27,27
ha_1,83,83
## layout make-up
| cell class | count | area, um^2 | share of cell area |
|---|---|---|---|
| Multi-Input combinational cell | 708 | 5090 | 0.627 |
| Sequential cell | 75 | 1500 | 0.185 |
| Timing Repair Buffer | 86 | 853 | 0.105 |
| Tap cell | 313 | 392 | 0.0482 |
| Inverter | 54 | 203 | 0.0250 |
| Clock buffer | 3 | 75.1 | 0.00924 |
| Clock inverter | 1 | 5.00 | 0.000616 |
## critical path, cell delays in order
cell and delay (ns):
clkdlybuf4s50_1 0.62, inv_1 0.29, clkdlybuf4s50_1 0.56
## metal layers
metal	vias to the layer above	GRT usage	share of wire
met4	0	0.000943	0.0010
met1	2826	0.202	0.50
met5	-	0	0
li1	3221	-	-
met3	2	0.0137	0.037
met2	98	0.219	0.46
## logic make-up after synthesis
kind of cell	after synthesis	share of synthesized area
xor+xnor	43	0.0570
buf+inv	92	0.0588
fa+ha+maj	83	0.148
compound gates	204	0.199
mux	50	0.0875
flops	75	0.214
simple gates	328	0.235
## path summary, 6_finish.rpt
check	to	depth (start not counted)	slack, ns	startpoint
worst min-delay path	counter[0]$_DFF_P_	1	0.41	counter[0]$_DFF_P_
worst min register to register	counter[0]$_DFF_P_	1	0.41	counter[0]$_DFF_P_
worst max register to register	counter[19]$_DFF_P_	7	4.29	counter[2]$_DFF_P_
worst max-delay path	LEDG[1]	3	2.13	SW[4]
Power figures rest on the tool's default switching activity, not on a simulated workload.
